===== config.mk =====
export PLATFORM = sky130hd
export DESIGN_NAME = VGAdebugScreen
export DESIGN_NICKNAME = VGAdebugScreen
export VERILOG_FILES = /design/flow/design.v
export SDC_FILE = /design/flow/constraint.sdc
export NUM_CORES = 4
export LEC_CHECK = 1
export CORE_UTILIZATION = 30
export SYNTH_HDL_FRONTEND = slang
export SYNTH_MEMORY_MAX_BITS = 65536

===== constraint.sdc =====
current_design VGAdebugScreen

set clk_period 3.9
set clk_io_pct 0.2

create_clock -name clk0 -period $clk_period [get_ports {clk108mhz}]

set non_clock_inputs [all_inputs -no_clocks]
set_input_delay [expr $clk_period * $clk_io_pct] -clock clk0 $non_clock_inputs
set_output_delay [expr $clk_period * $clk_io_pct] -clock clk0 [all_outputs]

===== design.v =====
`timescale 1ns / 1ps
module VGAdebugScreen(
    input               clk108mhz,   
    output reg  [4:0]   regAddr,     
    input       [31:0]  regData,     
    input               reset,       
    input       [11:0]  bgColor,     
    input       [11:0]  fgColor,     
    output reg  [11:0]  RGBsig,      
    output              hsync,       
    output              vsync        
);
    wire    [11:0]  pixelLine;           
    wire    [11:0]  pixelColumn;         
    reg     [11:0]  symbolLine;          
    reg     [11:0]  symbolColumn;        
    reg     [7:0]   symbolCode;          
    reg     [2:0]   pixelX;              
    reg     [3:0]   pixelY;              
    wire            onoff;               
    wire    [7:0]   symbolCodeFromConv;  
    wire    [7:0]   symbolCodeFromROM;   
    reg     [3:0]   tetrad;  
    VGAsync vgasync
    (
        .clk108mhz(clk108mhz),
        .reset(reset),
        .hsync(hsync),
        .vsync(vsync),
        .line(pixelLine),
        .column(pixelColumn)
    );
    fontROM font
    (
        .x(pixelX),
        .y(pixelY),
        .symbolCode(symbolCode),
        .onoff(onoff)
    );
    displayROM dispROM
    (
        .symbolLine(symbolLine),
        .symbolColumn(symbolColumn),
        .symbolCode(symbolCodeFromROM)
    );
    Bin2ASCII bin2asciiconv
    (
        .tetrad(tetrad),
        .symbolCode(symbolCodeFromConv)
    );
    localparam REGISTERS_VALUE_POS = 6;  
    always @(pixelLine or pixelColumn or reset)
    begin
        if(!reset)
        begin
            if(pixelLine < 1024 && pixelColumn < 1280)  
            begin
                symbolColumn    = pixelColumn / 2 / 8;
                symbolLine      = pixelLine / 2 / 16;
                if(symbolColumn >= REGISTERS_VALUE_POS && symbolColumn < REGISTERS_VALUE_POS + 8)  
                begin
                    regAddr     = symbolLine;
                    tetrad      = regData >> (28 - (symbolColumn - REGISTERS_VALUE_POS) * 4);
                    symbolCode  = symbolCodeFromConv;
                end
                else  
                begin
                    symbolCode  = symbolCodeFromROM;
                end
                pixelX = (pixelColumn / 2) % 8;
                pixelY = (pixelLine / 2) % 16;
                RGBsig = onoff ? fgColor : bgColor;
            end
            else  
            begin
                RGBsig = 12'h000;
            end
        end
        else
        begin   
            RGBsig = 12'h000;
        end
    end
endmodule
module Bin2ASCII(
    input       [3:0]   tetrad,
    output reg  [7:0]   symbolCode
);
    always @(*)
    begin
        if(tetrad < 10)
            symbolCode = tetrad + 8'h30;       
        else
            symbolCode = tetrad -10 + 8'h41;   
    end
endmodule
module displayROM(
    input   [11:0]  symbolLine,     
    input   [11:0]  symbolColumn,   
    output  [7:0]   symbolCode
);
    reg [7:0] dispROM [2560-1:0];
    initial
    begin
        $readmemh("displayROM.hex", dispROM);
    end
    assign symbolCode = dispROM[symbolLine * 80 + symbolColumn];
endmodule
module fontROM(
    input   [7:0]   symbolCode,  
    input   [2:0]   x,           
    input   [3:0]   y,           
    output          onoff        
);
    reg [7:0] glyphROM [4096-1:0];
    initial
    begin
        $readmemh("displayfont.hex", glyphROM); 
    end
    assign onoff = glyphROM[symbolCode * 16 + y][7 - x];
endmodule
`timescale 1ns / 1ps
module VGAsync(
    input               clk108mhz,   
    input               reset,       
    output reg          hsync,       
    output reg          vsync,       
    output reg  [11:0]  line,        
    output reg  [11:0]  column       
);
    always @(posedge clk108mhz)
    begin
        if(!reset)
        begin
            column = column + 1;
            if(column == 1688)
            begin
                column = 0;
                line = line + 1;
                if(line == 1066)
                    line = 0;
                if(line >= 1025 && line < 1028)
                    vsync = 1'b0;
                else
                    vsync = 1'b1;                
            end
            if(column >= 1328 && column < 1440)
                hsync = 1'b0;
            else
                hsync = 1'b1;                
        end
        else  
        begin
            hsync = 1'b1;
            vsync = 1'b1;
        end
    end
endmodule

===== run.sh =====
#!/bin/bash
# OpenROAD 26Q1-2900-gdf79404cd8, Yosys 0.63+post, stock flow scripts
make -C /OpenROAD-flow-scripts/flow DESIGN_CONFIG=/design/flow/config.mk WORK_HOME=/design/flow/orfs finish

==> commit_impl_results.txt <==
Refresh implementation metrics

* Total detailed-routing wirelength: 3873 um
- The switching component of the power was reported as 140.0 uW.
* Share of the core filled with cells: between 30% and 40%
* Mean number of vias per cell: 5.066
* Layout cell share with drive strength beyond 1: roughly a tenth
- Maximum clock insertion buffer count: 2
* Area of the core: 6350 um^2
* Number of standard cells reported by yosys: 198
* Dpl hpwl: 2873 um
- The commonest register cell is edfxtp_1.
* Register pins left without a clock: 5
- The skew report gives the latency at the later pin of the worst-skew pair as 0.27 ns.
- After layout, the setup clock skew is reported as 0.002089 ns.
- The filler cells instantiated in the layout total just over 600.
- Per the CTS log, the maximum H-tree level is 1.
* Data required, critical path: 3.12 ns
- The flow ran to the end, and the final reports show no timing, DRC or antenna violations.
- Chip area: 6884 um^2
- Overflow left after global routing: 0
- In this run, flip-flops and latches consume 53.4% of the power.
- According to the timing report, the arrival time at the worst endpoint equals approximately 2.7 ns.
* Maximum number of pins on one net before global-route repair: 16
- Number of buffers inserted by post-CTS setup repair: 0
- Maximum capacitance violations: 0
* Summed negative setup slack over all endpoints: 0 ns
* Count of endpoints without a timing constraint: 10
- Number of synthesized flops with an enable pin: 24
* Worst hold slack after final layout: roughly 0.54 ns
* Biggest area consumer among synthesized cells: edfxtp_1
* Clock transition at the register clock pins on the worst setup and hold paths after CTS: 0.09 ns
* RSZ-0062 raised after global routing: no
- The initial utilization of the core area, before any placement, comes to 30.98%.
- Part of the power in the clock network: 35.2%
- Leading cell types in the layout, fill and taps excluded: clkdlybuf4s50_1 (32), edfxtp_1 (24), and2_1 (16)
- Antenna repair during routing inserted a diode count of 0.
- TritonCTS clock tree: done
- Root buffer selected by CTS: clkbuf_8
- Post-CTS sizing: 0
- Counting pins that exceed their max-slew limit in the final report gives 0.
- Number of placement rows: 29
- In this run, synthesis produced a sequential element count of 31.
- The power report puts the leakage power at about 0.00082 uW.
- The vertical die dimension reported for this design is 82.97 um.
* Final period demand of the worst path: 3.455 ns
* Mean post-synth cell area: 9.934 um^2
- Per the layout area report, the combinational gate area comes to 1032 um^2.
- Net switching is roughly 22% of the power.
* Hold/Removal Path Class: reg -> reg
- Worst IR drop on VDD: 0.1321 mV
* Internal power: 491.1 uW
- Vias in the first global route: 1340
* Global-route wire length before repair: 6548 um
- The critical path maximum fanout is 12.
- Main area contributors: edfxtp_1 (37%), xnor2_1 (6.7%), and2_1 (5.1%), xor2_1 (4.5%), dlxtp_1 (3.8%)
- After synthesis, the largest area contributor takes up 36.64% of total cell area.
- Setup violations remaining at the end of the flow were counted as 0.
- Critical Path Sink Type: output port
- Slew Limit Headroom: 67.69%
- PwrDens: 263.3 nW/um^2
* Iteration-0 DRC count of the detailed router: between 150 and 200
* Startpoint type of the worst setup path: input pin
- Netlist area before placement: 1967 um^2
- Number of antenna violations at the first check in global routing: 0
- In this run the tools logged warnings totalling 70.
- Least-Margin Pin Slew: 0.4841 ns
* Routed length per placed instance: 12.82 um
- Post-route period utilization is reported as between 80% and 90%.
- Cell variety after synth: 52
- Overall fraction of global-route tracks in use: between 10% and 20%
* DRC violations left: 0
* Placer Congestion: 0.9198
- Yosys chip area: 1967 um^2
- The warning tally printed by Yosys for this design is 0.
- The library cell used most frequently in the layout, excluding fill and tap cells, is clkdlybuf4s50_1.
- Sequential Area: 835.8 um^2
- Synthesis produced a netlist whose cell count is 198.
- In the synthesized netlist the async set-or-reset flop fraction comes to 0%.
- Final tally of hold violations: 0
- 77 I/O pins were placed.
- The area growth from synthesis to layout is 21.88%.
* Logic pwr share: 11.5%
* Floorplan die width: 82.97 um
- Per the post-route antenna check, the number of violating nets is 0.
* Cts hold-fix bufs: 0
- Number of optimization iterations in the first detailed-route pass: 4
- CP Class: in -> out
* Inserted Clock Buffers: 3
- Number of vias in the routed layout: 1530
- As logged by OpenROAD, the buffers inserted on ports number 32.
- Timing-limited maximum frequency: between 200 and 300 MHz
[power by group through the flow]
stage     clock network [uW]  registers [uW]  logic (uW)
6_report                 222             337        72.5
4_1_cts                  233             336        72.4
5_1_grt                  241             339        79.6
[cells by family (layout without fill, tap and decap cells)]
kind of cell    count (synthesis)  count (layout)  share of synthesized area (%)
compound gates                 28              28                          10.24
latches                         5               5                          3.817
buf+inv                        17              44                          5.025
simple gates                   93              93                          28.69
mux                             1               1                         0.5089
flops                          26              26                          38.68
xor+xnor                       25              25                          11.13
fa+ha+maj                       3               3                          1.909
[metrics by stage]
step | power, uW | instance area (um^2) | std cells | setup WS (ns)
2_1_floorplan | 389.1 | 1967 | 198 | 1.433
3_3_place_gp | 413.6 | 2326 | 298 | 0.4358
3_5_place_dp | 414.1 | 2326 | 298 | 0.4356
4_1_cts | 641.6 | 2397 | 302 | 0.4286
5_1_grt | 658.9 | 2397 | 302 | 0.3554
6_report | 631.1 | 2397 | 302 | 0.4453
[routing by layer]
| metal | global-route usage, % | wire length (um) | vias to the layer above |
|---|---|---|---|
| met1 | 19.72 | 2025 | 711 |
| met2 | 16.99 | 1644 | 41 |
| met4 | 1.254 | 35 | 0 |
| li1 | - | - | 776 |
| met3 | 1.715 | 167 | 2 |
| met5 | 0 | 0 | - |
[state kept, by name (all words and copies together), names as in the netlist]
| signal | cells |
|---|---|
| vgasync.column | 12 |
| vgasync.line | 12 |
| regAddr | 5 |
| vgasync.hsync | 1 |
| vgasync.vsync | 1 |
[synth_stat cells, drive strengths merged, types with 2 or more instances]
cell,number
o22ai,2
nand3b,4
nor4,4
o211ai,2
nand4b,2
a31oi,4
nor3,2
and3,5
buf,7
dfxtp,2
nand4,6
or4,4
o21ai,5
xnor2,15
inv,5
and4,2
nand2,11
edfxtp,24
clkbuf,5
nor2,19
dlxtp,5
and2,16
nand3,11
ha,3
a21oi,4
xor2,10
a211o,2
[worst paths after layout]
path / start / endpoint / slack, ns / cells after the start
hold / removal: vgasync.vsync / vgasync.vsync / 0.54 / 2
setup / recovery: reset / RGBsig[10] / 0.45 / 6
hold reg to reg: vgasync.vsync / vgasync.vsync / 0.54 / 2
setup reg to reg: vgasync.column[0] / vgasync.column[7] / 1.27 / 6
[critical path, stage by stage]
cell             delay [ns]
clkdlybuf4s50_1        0.54
or4_1                  0.47
a21oi_1                0.13
buf_4                  0.17
and2_1                 0.13
clkdlybuf4s50_1        0.45
[layout make-up]
type,instances,share of cell area (%)
multi-input combinational,150,43.06
sequential,31,34.86
timing repair buffer,35,14.30
tap,77,4.019
clock buffer,3,1.722
clock inverter,1,1.253
inverter,5,0.7829
Power and IR drop assume default switching activity.
